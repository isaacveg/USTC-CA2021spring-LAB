File: flow/run.sh
#!/bin/bash
# OpenROAD 26Q1-2900-gdf79404cd8, Yosys 0.63+post, stock flow scripts
make -C /OpenROAD-flow-scripts/flow DESIGN_CONFIG=/design/flow/config.mk WORK_HOME=/design/flow/orfs finish
File: flow/config.mk
export PLATFORM = sky130hd
export DESIGN_NAME = CSRRegFile
export DESIGN_NICKNAME = CSRRegFile
export VERILOG_FILES = /design/flow/design.v
export SDC_FILE = /design/flow/constraint.sdc
export NUM_CORES = 4
export LEC_CHECK = 1
export CORE_UTILIZATION = 40
File: flow/constraint.sdc
current_design CSRRegFile

set clk_period 11.0
set clk_io_pct 0.2

create_clock -name clk0 -period $clk_period [get_ports {clk}]

set non_clock_inputs [all_inputs -no_clocks]
set_input_delay [expr $clk_period * $clk_io_pct] -clock clk0 $non_clock_inputs
set_output_delay [expr $clk_period * $clk_io_pct] -clock clk0 [all_outputs]
File: flow/design.v
`timescale 1ns / 1ps
module CSRRegFile(
    input wire clk,
    input wire rst,
    input wire write_en,
    input wire [11:0] addr, wb_addr, 
    input wire [31:0] wb_data,
    output wire [31:0] rd_reg  
    );
    reg [31:0] reg_file[31:0];
    integer i;
    initial
    begin
        for(i = 0; i < 32; i = i + 1) 
            reg_file[i][31:0] <= 32'b1;
    end
    always@(negedge clk or posedge rst) 
    begin 
        if (rst)
            for (i = 0; i < 32; i = i + 1) 
                reg_file[i][31:0] <= 0;
        else if(write_en)
            reg_file[wb_addr] <= wb_data;   
    end
    assign rd_reg = reg_file[addr];
endmodule
==> qor.yml <==
die:
  io_pins: 91
  rows: 123
  chipArea_sq_mm: 0.116
  die_h_microns: 341
  fp.dieW_microns: 341
  fp-utilization_pct: 40.6
  core_sq_mm: 0.113
cells_and_area:
  lay_top_count: "mux2_2"
  final_util_pct: 46.5
  layout-area-overhead-vs-synth_pct: 14.6
  drive_gt1_share_pct: 39.7
  layout_top_cells: "1039 x mux2_2, 1024 x dfrtn_1, 457 x nand3_1"
  fill_cells: 9929
  largest_reg_flops: 1024
  largest-register: "reg_file"
  reg.largest.list: "reg_file x1024"
  fin_area_sq_mm: 0.0526
run_status:
  status: "finished clean"
final_timing:
  rsz0062_at_grt: "false"
  hold_viol: 0
  setup_tns_ns: 0
  max_slew.worst_pin.slew_ns: 1.03
  whs_ns: 0.443
  finalSetupViolCount: 0
  fin_ws_ns: 0.206
  slew_viol_final: 0
  skew_ns: 0
  max_slew_margin_pct: 31.6
global_routing:
  grt-ovfl-total: 0
  antenna_found_initial: 11
  grt_max_degree: 123
  grt_use_total_pct: 26.3
  grt_pass1_wl_microns: 217000
  grt_pass1_vias: 31800
detailed_routing:
  dr.pass1.iters: 9
  routedWlPerCell_microns: 28.1
  routed_wl_microns: 145000
  first_iter_violations: 2304
  via_per_inst: 6.08
  postRouteAntennaNets: 0
  vias: 31400
  drc_errors: 0
placed_design:
  hpwlAfterDp_microns: 83900
  io_buffers: 76
  gp_congestion: 0.891
  preCtsSetupSlack_ns: 0.672
  placed_cell_area_sq_mm: 0.0488
worst_setup_path:
  cp_max_fo: 2
  timing_worst_setup_path_type: "reg2out"
  worstReg2RegEnd: "reg_file[12][22]"
  rr_startpoint: "reg_file[12][22]"
  critPathMaxStageDelay_ns: 0.55
  crit_chain: "and3_1 -> o21ai_0 -> nand4_1 -> or4_1 -> o32a_1 -> clkdlybuf4s50_1"
  end_kind: "output pin"
  rrSetupSlack_ns: 10.22
  critPathTopFamily: "simple AND/OR/NAND/NOR gates"
  reg2reg_depth: 1
  cp_num_buf_inv: 1
  cp.required_ns: 8.80
  slowest_stage: "or4_1"
  cp.arrival_ns: 8.59
  cp-start-kind: "flop"
cts:
  clkSinkCount: 1024
  numCtsBuffers: 107
  cts_htree_levels: 3
  cts_hold_buf: 0
  clk_latency_ns: 0.64
  clk_pin_slew_ns: 0.05
  clockBufferDepth: 3
  post_cts_buffers: 0
  cts_resized: 0
  cts-root-buf: "clkbuf_16"
  cts_tree: "built"
synth:
  yosys.cell_types.count: 54
  top_cell_area_share_pct: 55.9
  synthTopLogicFamily: "multiplexers"
  xor_share_pct: 0
  netlist_area_sq_mm: 0.0459
  compound_area_share_pct: 5.32
  ys.flops: 1024
  async_reset_ff_share_pct: 100
  ys_seq_share_pct: 55.9
  flop_cell: "dfrtn_1"
  muxShareOfSynthArea_pct: 25.9
  largest_area_cell: "dfrtn_1"
  edf_count: 0
  yosys_warnings: 2
  ys_area_sq_mm: 0.0459
  synthesis.instances: 3582
  synth-simple-area-share_pct: 9.73
  syn_area_per_cell_sq_um: 12.8
  ys_sh_adder_pct: 0
  ys_cells: 3582
  top_cells_by_area: "dfrtn_1 56%, mux2_2 26%, nand3_1 5.0%, a22oi_1 2.6%, clkbuf_1 2.3%"
min_path:
  hp-class: "reg2reg"
  hold_start: "reg_file[12][5]"
  hold_end: "reg_file[12][5]"
  min_path_cells: 1
power_and_ir_drop:
  power_switching_uw: 2420
  swShare_pct: 24.2
  vdd_drop_max_mv: 0.132
  clock_power_share_pct: 38.3
  power_leakage_uw: 0.0234
  p_per_area_mw_per_mm2: 190
  pwr-share-comb_pct: 12.6
  p_int_uw: 7570
  seqPwrFrac_pct: 49.1
job:
  warnings: 50
  maxCapViolCount: 0
[stage by stage]
stage                     cells  power (uW)
after floorplan            3582        5820
after global placement     4962        6160
after detailed placement   4962        6220
after CTS                  5154       10100
after global routing       5154       10400
final                      5155        9990
[cell type report]
type	instances	area, sq um	share of cell area [%]
antenna	1	2.50	0.00476
clock buffer	165	3320	6.31
clock inverter	27	422	0.802
inverter	2	11.3	0.0214
multi-input combinational	2180	19000	36.1
sequential	1024	25600	48.7
tap	1500	1880	3.57
timing repair buffer	256	2320	4.42
[power groups by stage]
stage	logic (uW)	registers, uW	clock network, uW
4_1_cts	1260	4900	3890
5_1_grt	1370	5000	4030
6_report	1260	4910	3830
[logic make-up after synthesis]
group	count (synthesis)
AOI/OAI and AO/OA	312
DFF	1024
muxes	1055
and+or+nand+nor	813
buffers and inverters	378
[cells in the mapped netlist, types with 5 or more instances]
cell,n
o21ai_0,10
nand2b_1,8
o32a_1,31
nor3b_1,9
nand3_1,457
nand2_1,23
a2111oi_0,15
nand4_1,146
dfrtn_1,1024
mux2i_1,15
buf_1,59
a32oi_1,5
a221o_1,14
nor2b_1,6
a21oi_1,26
or4_1,29
a22o_1,7
nor3_1,16
mux2_2,1039
nor2_1,22
a22oi_1,157
buf_2,26
clkbuf_1,286
and3_1,51
o22ai_1,9
a222oi_1,19
and2_1,18
[metal layers]
| layer | part of all wire (%) | up-vias | track usage, % | wire (microns) |
|---|---|---|---|---|
| met1 | 43 | 16500 | 39.4 | 62300 |
| met3 | 9.4 | 287 | 9.17 | 13700 |
| met4 | 3.5 | 18 | 7.51 | 5140 |
| li1 | - | 13300 | - | - |
| met2 | 44 | 1163 | 37.8 | 63800 |
| met5 | 0.066 | - | 0 | 96 |
[worst max-delay path by stage]
stage         depth (start not counted)    endpoint              from
CTS                                   6  rd_reg[11]  reg_file[18][11]
global route                          6  rd_reg[26]  reg_file[18][26]
finish                                6  rd_reg[24]  reg_file[18][24]
Power and IR drop assume default switching activity.
