## flow/design.v

```verilog
`timescale 1ns / 1ps
module BHT(
    input clk, rst, StallF,
    input [31:0]PC,PCE,
    input Branch, BrInstr_EX,
    output reg BHT_jump
    );
    localparam ADDR_LEN = 10;
    localparam BUFFER_SIZE = 1 << ADDR_LEN;
    reg [1:0] StateBuf[BUFFER_SIZE-1:0];
    wire [ADDR_LEN-1:0] PC_ADDR;
    wire [ADDR_LEN-1:0] BranchPC_ADDR;
    assign PC_ADDR = PC[ADDR_LEN+1:2];
    assign BranchPC_ADDR = PCE[ADDR_LEN+1:2];
    integer i;
    initial begin
        for (i = 0;i < BUFFER_SIZE;i = i+1) begin
            StateBuf[i] <= 0;
        end
    end
    always @ (posedge clk) begin
        if ( !rst && !StallF && BrInstr_EX) begin
            if (StateBuf[BranchPC_ADDR]!=2'b11 || StateBuf[BranchPC_ADDR]!=2'b00 )
                StateBuf[BranchPC_ADDR] <= Branch? StateBuf[BranchPC_ADDR]+1 : StateBuf[BranchPC_ADDR]-1;
            else if (StateBuf[BranchPC_ADDR]==2'b11) 
                StateBuf[BranchPC_ADDR] <= Branch? StateBuf[BranchPC_ADDR] : StateBuf[BranchPC_ADDR]-1;
            else StateBuf[BranchPC_ADDR] <= Branch? StateBuf[BranchPC_ADDR]+1 : StateBuf[BranchPC_ADDR];
        end
    end
    always @ (*) begin
        if (!StallF) begin
            if (!rst && StateBuf[PC_ADDR][1]) BHT_jump <= 1;
            else BHT_jump <= 0;
        end        
    end
endmodule
```

## flow/run.sh

```bash
#!/bin/bash
# OpenROAD 26Q1-2900-gdf79404cd8, Yosys 0.63+post, stock flow scripts
make -C /OpenROAD-flow-scripts/flow DESIGN_CONFIG=/design/flow/config.mk WORK_HOME=/design/flow/orfs finish
```

## flow/config.mk

```make
export PLATFORM = sky130hd
export DESIGN_NAME = BHT
export DESIGN_NICKNAME = BHT
export VERILOG_FILES = /design/flow/design.v
export SDC_FILE = /design/flow/constraint.sdc
export NUM_CORES = 4
export LEC_CHECK = 1
export CORE_UTILIZATION = 30
```

## flow/constraint.sdc

```tcl
current_design BHT

set clk_period 182.3
set clk_io_pct 0.2

create_clock -name clk0 -period $clk_period [get_ports {clk}]

set non_clock_inputs [all_inputs -no_clocks]
set_input_delay [expr $clk_period * $clk_io_pct] -clock clk0 $non_clock_inputs
set_output_delay [expr $clk_period * $clk_io_pct] -clock clk0 [all_outputs]
```

==> ci_impl_report.md <==
### Flow metrics

| Metric | Value |
|---|---|
| Io pins | `70` |
| Height of the die | `555 um` |
| Fin area | `a little over 100000 um2` |
| Endpoints left unconstrained | `2` |
| Via count | `55500` |
| Die W | `roughly 550 um` |
| Chip Area, Yosys | `91700 um2` |
| Worst slack at placement | `136510 ps` |
| Cell Area, Synth | `slightly above 90000 um2` |
| Post-synth EDFFs | `2048` |
| Worst EP arrival | `45600 ps` |
| Core area | `303000 um2` |
| Clock Skews | `67.6 ps` |
| Hold/Removal Path Class | `reg -> reg` |
| Async SR Flop Fraction | `0%` |
| Ys flops | `between 2000 and 2500` |
| GP Congestion | `0.955` |
| Share of layout cells above drive strength 1 | `approximately a fifth` |
| Drt total wl | `316000 um` |
| Fmax | `22.2 MHz` |
| Power density over the cells | `10.4 nW/um2` |
| Slowest cell on crit path | `o41a_2` |
| Final tally of setup violations | `0` |
| CP required | `182840 ps` |
| Peak VDD IR | `~10 uV` |
| Wire per inst | `32.2 um` |
| Setup crit end kind | `flip-flop` |
| Clock share of power | `a little under 40%` |
| Met1 usage | `21.6%` |
| Clock latency at the later pin of the worst-skew pair | `~900 ps` |
| Synthesized area per cell | `16.1 um2` |
| Type of the worst setup path | `in -> reg` |
| Fp_density | `30.2%` |
| Flop pwr share | `51.2%` |
| Main synth FF type | `edfxtp_1` |
| Worst R2R Path Depth | `14` |
| Tool warnings | `87` |
| P&R area growth vs syn | `12.6%` |
| Worst setup SP type | `input port` |
| Leakage | `32.0 nW` |
| Worst r2r dst | `StateBuf[511][1]` |
| Reg-to-reg setup timing slack | `around 180000 ps` |
| Top cell area share | `67.1%` |
| Die area | `approximately 310000 um2` |
| Cells along the critical path | `buf_8 -> buf_4 -> buf_4 -> buf_4 -> buf_4 -> buf_4 -> mux4_2 -> a22oi_1 -> nand4_1 -> mux4_2 -> mux2_2 -> nor3_1 -> nor3_1 -> nand2_1 -> ha_1 -> nand3_1 -> nor3b_1 -> a21oi_1 -> o41a_2 -> buf_4 -> buf_12` |
| Most used routing layer | `met2` |
| Total grt overflow | `0` |
| YS warnings | `1` |
| Placed Area | `96400 um2` |
| Area leader, netlist | `edfxtp_1` |
| H-tree levels | `4` |
| Global-route wire length before repair | `442000 um` |
| Status | `completed` |
| Post-cts hold-fix buffer tally | `0` |
| Util after Layout | `34.0%` |
| Cell row count | `around 200` |
| Max-cap violations | `0` |
| Number of global-route vias before repair | `59800` |
| Largest net degree at the start of global routing | `185` |
| Inserted Clock Buffers | `209` |
| CTS max path bufs | `3` |
| Met2 usage | `31.1%` |
| Distinct lib cells | `roughly 73` |
| Post-route ant nets | `0` |
| Min-delay src | `StateBuf[740][1]` |
| R2R Path Start | `StateBuf[983][0]` |
| Post-cts gate resize count | `0` |
| CTS tree | `built` |
| Fin. Hold Viols | `0` |
| CP max stage delay | `710 ps` |
| Unrepaired setup endpoints after global routing | `no` |
| CP max FO | `184` |
| Rel. slew slack | `29.6%` |
| Final worst setup slack | `137240 ps` |
| Post-route DRC violation count | `0` |
| Comb power frac | `a little under a tenth` |
| # Cells Yosys | `about 5700` |
| GRT Total Usage | `21.8%` |
| GR Layer Usage met3 | `19.2%` |
| Top cells by area | `edfxtp_1, mux4_2, mux2i_1, nor2_1, clkbuf_1` |
| Internal power | `0.815 mW` |
| Vias per inst | `between 5 and 6` |
| Clk root buf | `clkbuf_16` |
| Setup TNS | `0 ps` |
| Sw power | `0.263 mW` |
| Initial antenna violation count | `18` |
| Detailed placer's ending HPWL | `186000 um` |
| Switching share of power | `24.4%` |
| Reg clk slew, reported paths | `60 ps` |
| Pins over their slew limit | `0` |
| Period utilization | `24.7%` |
| Final worst path period need | `45060 ps` |
| Hold Path End | `StateBuf[291][0]` |
| Register pins left without a clock | `1` |
| Crit-path most repeated cell | `buf_4` |
| First DRT Iteration DRCs | `4341` |
| Worst slew pin tran | `1050 ps` |
| Number of port buffers | `25` |
| Setup bufs post-CTS | `0` |
| First drt pass iteration count | `6` |
| # fillers | `28400` |
| Cells after Synth | `about 5700` |
| WHS Path Cells | `11` |
-- power by group through the flow --
stage / Sequential (mW) / Combinational (mW) / Clock, mW
4_1_cts: 0.552 / 0.0963 / 0.431
5_1_grt: 0.552 / 0.103 / 0.449
6_report: 0.552 / 0.0979 / 0.428
-- registers in the layout (all words and copies together), names as in the netlist --
register / cells
StateBuf: 2048
BHT_jump: 1
-- worst max-delay path, delay by kind of cell --
| kind | cells | cell delay [ps] |
|---|---|---|
| simple gates | 6 | 1120 |
| buf+inv | 8 | 4790 |
| mux | 3 | 1440 |
| compound gates | 3 | 1100 |
| fa+ha+maj | 1 | 170 |
-- worst max path at each step --
stage | from | to | slack [ps]
6_report | PCE[2] | StateBuf[511][1] | 137240
5_1_grt | PCE[2] | StateBuf[151][1] | 136800
4_1_cts | PCE[2] | StateBuf[151][1] | 137440
-- final cells by class --
cell class              instances  area [um2]  share of cell area [%]
diodes                         11        27.5                  0.0267
clock buffers                 239        5340                    5.17
clock inverters               150        1460                    1.42
inverters                       8        32.5                  0.0315
multi-input cells            3133       27800                    27.0
flip-flops and latches       2049       61500                    59.6
well taps                    3978        4980                    4.82
repair buffers                254        2070                    2.00
-- kinds of logic after synthesis --
| kind of cell | Yosys count | synth area share [%] |
|---|---|---|
| AOI/OAI and AO/OA | 636 | 4.92 |
| adders and majority gates | 4 | 0.0546 |
| buffers and inverters | 515 | 2.94 |
| and+or+nand+nor | 1428 | 6.57 |
| muxes | 1065 | 18.4 |
| latches | 1 | 0.0164 |
| DFF | 2048 | 67.1 |
-- routing by layer --
layer | part of all wire (%) | up-vias
met5 | 0.47 | -
met4 | 6.0 | 50
met3 | 20 | 865
met2 | 44 | 4227
met1 | 30 | 27600
li1 | - | 22800
-- cell usage after synthesis, types with 5 or more instances --
cell type / instances
nand2_1: 109
nor3b_1: 9
o32ai_1: 9
a22oi_1: 153
buf_6: 52
nand4_1: 44
o211ai_1: 5
buf_12: 5
and3b_1: 6
a31oi_1: 8
mux4_2: 498
nand2b_1: 12
a21oi_1: 64
buf_2: 64
and2_1: 12
nor2_1: 1070
o2111ai_1: 11
a221oi_1: 6
inv_1: 6
a2111oi_0: 6
or3_1: 5
mux2i_1: 565
nor2b_1: 7
o21ai_0: 38
clkbuf_1: 312
a22o_1: 7
nand4bb_1: 6
nor3_1: 53
nor4_1: 42
nand3_1: 18
and3_1: 6
buf_4: 47
o22a_1: 10
buf_1: 23
o22ai_1: 178
edfxtp_1: 2048
o221ai_1: 107
a211oi_1: 12
-- placed cells by master, fill, tap and decap left out, types with 9 or more instances in the layout --
master and instances:
nand2_1 78, bufinv_16 20, o21ai_0 37, o32ai_1 9, buf_4 222, edfxtp_1 2048
nand4_1 44, o2111ai_1 11, o22ai_1 178, a22oi_1 153, clkdlybuf4s50_1 16, o22a_1 10
o221ai_1 107, diode_2 11, nand3_1 16, nand2b_1 11, nand2_4 27, clkinv_1 57
nor3_1 51, clkbuf_1 30, clkbuf_16 209, a21oi_1 64, nor2_1 1070, mux2i_1 565
mux4_2 498, a211oi_1 12, nor4_1 40, clkinv_2 56, and2_1 13
-- through the flow --
stage          power [mW]  hold slack, ps  std cells
6_report             1.08            1980       9822
5_1_grt              1.10            2060       9814
4_1_cts              1.08            1930       9811
3_5_place_dp        0.658            1920       9422
3_3_place_gp        0.657            1910       9422
2_1_floorplan       0.688            9660       5697
No activity file was given, so power comes from the tool's default toggle rates.
